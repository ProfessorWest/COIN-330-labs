[/design/flow/design.v]
module alu(A, B, op, eq, out);
    input [31:0] A, B;
    input op;  
    output [31:0] out;  
    output eq;  
    assign out = (op==0)?(A + B):  
                 (op==1)?(A ~& B):1'bx;  
    assign eq  = (A == B);  
endmodule
[/design/flow/run.sh]
#!/bin/bash
# OpenROAD 26Q1-2900-gdf79404cd8, Yosys 0.63+post, stock flow scripts
make -C /OpenROAD-flow-scripts/flow DESIGN_CONFIG=/design/flow/config.mk WORK_HOME=/design/flow/orfs finish
[/design/flow/config.mk]
export PLATFORM = sky130hd
export DESIGN_NAME = alu
export DESIGN_NICKNAME = alu
export VERILOG_FILES = /design/flow/design.v
export SDC_FILE = /design/flow/constraint.sdc
export NUM_CORES = 4
export LEC_CHECK = 1
export CORE_AREA = 10 10 100 100
export DIE_AREA = 0 0 110 110
[/design/flow/constraint.sdc]
current_design alu

set clk_period 15.0
set clk_io_pct 0.2

create_clock -name clk0 -period $clk_period

set non_clock_inputs [all_inputs -no_clocks]
set_input_delay [expr $clk_period * $clk_io_pct] -clock clk0 $non_clock_inputs
set_output_delay [expr $clk_period * $clk_io_pct] -clock clk0 [all_outputs]
==> deck_impl_summary.md <==
Synthesis and Place & Route Summary

Floorplan
  • Die width: 110 microns
  • Number of core rows: 32
  • DIE HEIGHT: 110 microns
  • Ports: 98
  • Die area: 12100 sq um
  • Core ar.: 7807 sq um
  • Core utilization at floorplan: 0.2766

Global routing
  • GRT overflow: 0
  • Antenna violations before repair: 0
  • Total track usage: 0.1222
  • Vias in the first global route: 2573
  • Global-route wire length before repair: 12450 microns
  • Largest net degree at the start of global routing: 36

Run status
  • Status: complete, no violations

Setup path
  • Worst EP arrival: 6.07 ns
  • Crit Path Class: input port to output pin
  • Critical Path RT: 12.00 ns
  • Max FO, Critical Path: 6
  • Critical Path Source Type: input port
  • Critical Path Sink Type: output pin

Power
  • Clock power frac: 0
  • Combinational power share: 1.000
  • Switching power: 0.06399 mW
  • PwrDens: 43.37 nW/um^2
  • P_int: 0.07377 mW
  • Switch share: 0.4645
  • Peak VDD IR: 15.02 uV
  • LEAKAGE: 1.276 nW
  • Total power: 0.1378 mW
  • Seq pwr share: 0

Synth
  • Synth Area per Inst: 6.686 sq um
  • Cells after Synth: 323
  • Yosys Instances: 323
  • Yosys chip area: 2160 sq um
  • Yosys warns: 0
  • Count leader, synth: a21oi_1
  • Register share after synthesis: 0
  • Synth area leader: ha_1
  • Post-Synthesis Cell Area: 2160 sq um
  • Max-area cell share: 0.1912
  • Post-synth area hogs: ha_1, a21oi_1, mux2i_1, xor2_1, o21ai_0
  • Top cells by count: a21oi_1, ha_1, nand2_1
  • Library cells used by synthesis: 51

Clock tree
  • Hold buffer count at CTS: 0
  • Post-cts gate resize count: 0
  • Post-CTS Setup Bufs: 0

Timing
  • Tmin final: 9.074 ns
  • Setup violators final: 0
  • Hold slack: 7.053 ns
  • Least-Margin Pin Slew: 0.5679 ns
  • Worst rel slew slack: 0.6174
  • RSZ-0062 raised after global routing: no
  • Final period util: 0.6049
  • Max-slew violations: 0
  • Fmax: 110.2 MHz
  • Setup_tns: 0 ns
  • Final hold vios: 0

Cells and area
  • Final Non-Filler Cells: 498
  • Flop count: 0
  • Clk_buf instances: 0
  • Area Overhead vs Synth: 47.10%
  • Post-Layout Inst Area: 3177 sq um
  • Logic area: 2012 sq um
  • Reg area: 0 sq um
  • Fill cells: 820
  • Layout cells sized above 1: 0.02273

Worst hold path
  • WHS Endpoint: out[31]
  • Hold Path Class: input port to output pin
  • Hold Startpoint: B[31]
  • Worst Hold Depth: 4

Flow run
  • Number of logged tool warnings: 33
  • Max-Cap Viols: 0

Routing
  • Post-route ant nets: 0
  • Number of diodes: 0
  • DR vias: 2664
  • Via/cell ratio: 5.349
  • Final wirelength: 7852 microns
  • Drt wl/cell: 15.77 microns
  • DRT Pass-1 Iters: 4
  • Violation count after the first detailed-route iteration: 92
  • DRC Markers: 0

Placed design
  • Cells after DPL: 498
  • Placed Area: 3177 sq um
  • GP Congestion: 0.8888
  • IO buf count: 98
  • DP HPWL: 6689 microns
[area by class of cell]
class	count	area share
tap	102	0.04017
timing repair buffer	100	0.3135
multi-input combinational	285	0.6333
inverter	11	0.01300
[kinds of logic (layout without fill, tap and decap cells)]
family                     after synthesis  after routing  share of synthesized area
adders and majority gates               33             33                     0.1912
buffers and inverters                   38            111                    0.06837
xor gates and xnor gates                26             26                     0.1054
muxes                                   14             14                    0.06489
and+or+nand+nor                         91             91                     0.2150
AOI/OAI and AO/OA                      121            121                     0.3552
[cells in the final DEF (no fill, tap or decap), types with 4 or more instances in the layout]
cell,n
nor4_1,11
a211oi_1,4
xnor2_1,11
o21a_1,5
a21o_1,8
o31ai_1,4
mux2i_1,14
ha_1,33
nand3_1,7
xor2_1,15
nand2_1,26
clkdlybuf4s50_1,98
a31oi_1,6
inv_1,11
nand4_1,10
a21oi_1,46
nor3_1,6
nor2_1,18
o21ai_0,22
[critical path, stage by stage]
cell and delay [ns]:
clkdlybuf4s50_1 0.40, ha_1 0.39, a21o_1 0.22, a221oi_2 0.44
nor4_2 0.07, a211oi_2 0.44, nor4_1 0.15, o21a_1 0.21
o31ai_1 0.21, clkdlybuf4s50_1 0.54
[power by group through the flow]
stage / sequential [mW] / combinational [mW] / clock (mW)
after CTS: 0 / 0.139 / 0
after global routing: 0 / 0.152 / 0
final: 0 / 0.138 / 0
[layer usage]
metal	track usage	up-vias	part of all wire	wire length, microns
li1	-	1374	-	-
met1	0.1576	1211	0.46	3582
met2	0.2066	75	0.46	3583
met3	0.03408	4	0.081	639
met4	0.009294	0	0.0059	46
met5	0	-	0	0
[stage by stage]
step / util / setup WS (ns)
floorplan: - / 7.185
global placement: 0.4069 / 5.917
detailed placement: 0.4069 / 5.942
CTS: 0.4069 / 5.923
global route: 0.4069 / 5.759
finish: 0.4069 / 5.926
[how the worst max path moves through the flow]
stage | startpoint | endpoint | slack, ns | depth (start not counted)
CTS | A[3] | out[25] | 5.92 | 10
global route | A[1] | out[28] | 5.76 | 10
finish | A[3] | out[25] | 5.93 | 10
Power and IR drop assume default switching activity.
