**/design/flow/design.v**
```verilog
module rom(data,addr);
    input [7:0] addr;
    output reg[6:0] data;
    always @(addr)
        case(addr)
            8'b00000001: data <= 7'b111100X;  
            8'b00000010: data <= 7'b111110X;  
            8'b00000100: data <= 7'b0010010;  
            8'b00001000: data <= 7'bXX00011;  
            8'b00010000: data <= 7'bXX01X0X;  
            8'b00100000: data <= 7'bXX0XX0X;  
            8'b01000000: data <= 7'bXX0XX0X;  
            default: data <= 7'bXXXXXXX;
        endcase
endmodule
```
**/design/flow/run.sh**
```bash
#!/bin/bash
# OpenROAD 26Q1-2900-gdf79404cd8, Yosys 0.63+post, stock flow scripts
make -C /OpenROAD-flow-scripts/flow DESIGN_CONFIG=/design/flow/config.mk WORK_HOME=/design/flow/orfs finish
```
**/design/flow/config.mk**
```make
export PLATFORM = sky130hd
export DESIGN_NAME = rom
export DESIGN_NICKNAME = rom
export VERILOG_FILES = /design/flow/design.v
export SDC_FILE = /design/flow/constraint.sdc
export NUM_CORES = 4
export LEC_CHECK = 1
export CORE_AREA = 10 10 70 70
export DIE_AREA = 0 0 80 80
```
**/design/flow/constraint.sdc**
```tcl
current_design rom

set clk_period 2.6
set clk_io_pct 0.2

create_clock -name clk0 -period $clk_period

set non_clock_inputs [all_inputs -no_clocks]
set_input_delay [expr $clk_period * $clk_io_pct] -clock clk0 $non_clock_inputs
set_output_delay [expr $clk_period * $clk_io_pct] -clock clk0 [all_outputs]
```
==> impl_metrics.ini <==
; generated from flow reports
[die]
die-height_um = 80
fp.coreArea_mm2 = 0.00342
die_w_um = 80
num_rows = 21
fp_util_pct = 5.09
dieArea_mm2 = 0.00640
floorplan.io_pins = 15

[power_and_ir_drop]
power.density_cell_area_mw_per_mm2 = 97.7
p_sw_uw = 17.8
pwr-share-seq_pct = 0
clockPowerShare_pct = 0
power_switching_share_pct = 42.7
vdd_drop_max_uv = 22.6
fin_total_pwr_uw = 41.7
power.combinational.fraction_pct = 100.0
power.internal_uw = 23.9
total_leakage_power_nw = 0.181

[timing]
finalCritPeriodShare_pct = 95.3
finalHoldViolations = 0
final.min_clock_period_ps = 2480
slew-limit-headroom_pct = 83.3
fmax_ghz = 0.403
grt_setup_unrepaired = no
setup_viol = 0
final_worst_setup_slack_ps = 121
setup-tns-final_ps = 0
tightestPinTransition_ps = 250
report.final.slew_viol_count = 0

[logic_synthesis]
ys_top_cells_by_area = sky130_fd_sc_hd__nor3_1 (14%), sky130_fd_sc_hd__nand2b_4 (7.9%), sky130_fd_sc_hd__nand2b_1 (7.2%)
proportion_of_synthesized_chip_area_in_sequential_cells_pct = 0
post-synth-top-count-cell = sky130_fd_sc_hd__nor3_1
top_area_share_pct = 14.4
yosysWarnings = 1
netlist.top_cell.by_area = sky130_fd_sc_hd__nor3_1
syn_area_per_cell_um2 = 6.44
post_synth_instance_area_um2 = 174
synth_stat.cells = 27
netlist_instances = 27
netlist_top_cells_count = sky130_fd_sc_hd__nor3_1 (5), sky130_fd_sc_hd__nor2_1 (3), sky130_fd_sc_hd__inv_1 (2), sky130_fd_sc_hd__nand2b_1 (2), sky130_fd_sc_hd__o21ai_0 (2)
synth-area-yosys_um2 = 174
post_synthesis_cell_type_count = 18

[drt]
route.antenna.remaining_nets = 0
drt_iter0_drc = 0
vias_per_cell = 2.84
drt_first_pass_iters = 1
num_vias = 264
total_wirelength_um = 832
drc_errors = 0
antenna_cells_inserted = 0
wl_per_cell_um = 8.95

[clock_tree]
cts.repair_timing.setup_buffer_count = 0

[layout]
fraction_of_layout_instances_using_a_drive_strength_above_1_pct = 21.3
sequential_cell_area_um2 = 0
number_of_clock_buffer_instances_in_the_layout = 0
finished_core_util_pct = 12.5
area_growth_from_synthesis_to_layout_pct = 145
layout.sequential_cells = 0
design_area_um2 = 427

[critical_path]
crit_fanout = 5
critical-path-slowest-cell = sky130_fd_sc_hd__clkdlybuf4s50_1
crit_arrival_ps = 1960
timing.critical_path.cells = dlygate4sd2_1 > or3_4 > nand2b_4 > a21oi_2 > clkdlybuf4s50_1
critical_path.endpoint_type = primary output
critical_path_required_ps = 2080
cp.depth = 5
worst_path_dominant_cell_family = buffers and inverters
timing.critical_path.from_type = primary input
critPathMaxStageDelay_ps = 470
worst-path-buf-inv = 2
setup.worst_path.class = primary input to primary output

[grt]
gr-usage-all-layers_pct = 2.66
grt.overflow.total = 0
antenna_found_initial = 0
first_global_vias = 264
grt_first_pass_wirelength_um = 1370
largest_net_degree_at_the_start_of_global_routing = 7

[place]
dp_slack_ps = -107
port_buffers = 15
dpl.hpwl_um = 717
placement.cell_area_um2 = 419
place_congestion = 0.687

[hold_path]
hold_class = primary input to primary output
timing.hold.worst_endpoint = data[3]
hold_path_startpoint = addr[4]
whs_path_depth = 4

[status]
outcome = finished, final reports clean

[run]
drv_cap = 0
stage_log_warnings = 32
## through the flow
stage	std cells	hold slack [ps]
final	93	1650
after global routing	93	1720
after CTS	93	1680
after detailed placement	93	2010
after global placement	93	1990
after floorplan	27	1060
## how the worst max path moves through the flow
stage | from | to
CTS | addr[2] | data[5]
global route | addr[7] | data[0]
finish | addr[5] | data[1]
## placed cells by master (no fill, tap or decap), types with 2 or more instances in the layout
master	instances
sky130_fd_sc_hd__dlygate4sd2_1	4
sky130_fd_sc_hd__nand2b_4	2
sky130_fd_sc_hd__inv_1	2
sky130_fd_sc_hd__buf_4	6
sky130_fd_sc_hd__nor2_1	3
sky130_fd_sc_hd__clkdlybuf4s50_1	9
sky130_fd_sc_hd__dlymetal6s2s_1	2
sky130_fd_sc_hd__nor3_1	5
## metal layers
layer	track usage, %	part of all wire (%)	up-vias
li1	-	-	138
met1	4.22	54	119
met2	3.93	43	7
met3	0.227	2.3	0
met4	0	0	0
met5	0	0	-
## layout make-up
class / count / area [µm²]
fillers: 403 / 2990
inverters: 2 / 7.51
multi-input cells: 24 / 166
well taps: 46 / 57.6
repair buffers: 21 / 195
## worst min-delay path, cell delays in order
cell	delay [ps]
sky130_fd_sc_hd__dlygate4sd2_1	270
sky130_fd_sc_hd__inv_1	50
sky130_fd_sc_hd__o311ai_1	60
sky130_fd_sc_hd__dlygate4sd2_1	220
## what timing repair did
action / in CTS / in global routing
pin swaps: 0 / 1
hold buffers: 0 / 0
endpoints found under the setup margin: 7 / 2
resized: 5 / 3
## power by group through the flow
stage / clock [mW] / sequential (mW) / combinational, mW
4_1_cts: 0 / 0 / 0.0408
5_1_grt: 0 / 0 / 0.0459
6_report: 0 / 0 / 0.0417
## kinds of logic (layout without fill, tap and decap cells)
| kind of cell | count (synthesis) | after routing | synth area share (%) |
|---|---|---|---|
| XOR/XNOR | 2 | 2 | 10.1 |
| AND-OR/OR-AND | 8 | 8 | 33.8 |
| buffers and inverters | 3 | 23 | 8.64 |
| AND/OR/NAND/NOR | 14 | 14 | 47.5 |
Power and IR drop assume default switching activity.
