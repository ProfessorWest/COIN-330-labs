==> /design/flow/design.v <==
module mux2to1(Out,A,B,Sel);
    output Out;
    input A;
    input B;
    input Sel;
    wire NotSel;
    wire[1:0] w;  
    not (NotSel, Sel);
    and (w[0], A, NotSel);
    and (w[1], B, Sel);
    or (Out, w[0], w[1]);
endmodule
module mux32bit(Out,A,B,Sel);
    output [31:0] Out;
    input [31:0] A;
    input [31:0] B;
    input Sel;
    genvar i;
    for(i=0;i<=31;i=i+1)
      begin
	mux2to1 uut(Out[i],A[i],B[i],Sel);
      end
endmodule
module mux3bit(Out,A,B,Sel);
    output [2:0] Out;
    input [2:0] A;
    input [2:0] B;
    input [0:0] Sel;
    genvar i;
    for(i=0;i<=2;i=i+1)
      begin
	mux2to1 uut(Out[i],A[i],B[i],Sel);
      end
endmodule
==> /design/flow/run.sh <==
#!/bin/bash
# OpenROAD 26Q1-2900-gdf79404cd8, Yosys 0.63+post, stock flow scripts
make -C /OpenROAD-flow-scripts/flow DESIGN_CONFIG=/design/flow/config.mk WORK_HOME=/design/flow/orfs finish
==> /design/flow/config.mk <==
export PLATFORM = sky130hd
export DESIGN_NAME = mux32bit
export DESIGN_NICKNAME = mux32bit
export VERILOG_FILES = /design/flow/design.v
export SDC_FILE = /design/flow/constraint.sdc
export NUM_CORES = 4
export LEC_CHECK = 1
export CORE_AREA = 10 10 70 70
export DIE_AREA = 0 0 80 80
==> /design/flow/constraint.sdc <==
current_design mux32bit

set clk_period 1.0
set clk_io_pct 0.2

create_clock -name clk0 -period $clk_period

set non_clock_inputs [all_inputs -no_clocks]
set_input_delay [expr $clk_period * $clk_io_pct] -clock clk0 $non_clock_inputs
set_output_delay [expr $clk_period * $clk_io_pct] -clock clk0 [all_outputs]
==> summary.txt <==
Figures from the implementation reports.

- The run finished, with violations left.
- The checks that failed: negative setup slack.
- Setup repair after global routing could not meet its margin everywhere.
- The main area contributors are sky130_fd_sc_hd__mux2_4, sky130_fd_sc_hd__buf_4, sky130_fd_sc_hd__buf_12, sky130_fd_sc_hd__mux2_2, sky130_fd_sc_hd__buf_6.
- The critical setup path kind is in2out.
- The area added between synthesis and finish is 96.97%.
- After layout, the worst path uses 108.7% of the clock period.
- After floorplanning, the core was divided into 21 placement rows.
- After synthesis, the most frequently instantiated cells are sky130_fd_sc_hd__buf_4, sky130_fd_sc_hd__mux2_4, sky130_fd_sc_hd__buf_12.
- The count of warning messages emitted by the tools is 35.
- Total global-route track usage over all layers is 7.458%.
- For this design the ratio of total power to cell area is 392.8 nW/um^2.
- The number of antenna violations at the first check in global routing is 0.
- The number of cell instances after yosys synthesis is roughly 70.
- The endpoint required time on the critical path is 0.80 ns.
- The first global-routing pass estimated 3.877 mm of wire.
- The count of unique library cells instantiated by Yosys is 5.
- The aggregate routed wire length reads between 2 and 3 mm.
- The origin of the worst setup path reads Sel.
- The instance count of the mapped netlist is approximately 68.
- The stat command in Yosys gives a chip area of 784.5 um^2.
- The post-route netlist has 52.24% of its cells at a drive strength greater than 1.
- The maximum number of pins on one net before global-route repair reads 9.
- Along the worst path, the maximum fanout reaches 8.
- The mean cell area of the mapped netlist reads 11.54 um^2.
- The peak per-stage delay on the critical path is ~0.3 ns.
- In this run the count of I/O pins placed on the die edge is 97.
- The initial utilization of the core area, before any placement, comes to 22.97%.
- The cell type of the slowest stage on the worst timing path reads sky130_fd_sc_hd__mux2_4.
- The setup slack at placement is -0.4997 ns.
- The total power draw reads 0.6069 mW.
- The setup-violating endpoint count in the final report reads 32.
- The transition time of the tightest slew-check pin is 0.07333 ns.
- The share of synthesized area occupied by flip-flops and latches reads 0%.
- The number of vias per cell reads approximately 3.8.
- The total via count in the routed design is 684.
- The final critical delay including setup and external delays reads 1.087 ns.
- The antenna diode count reads 0.
- The area share of the leading cell type in the synthesized netlist reads between 50% and 60%.
- The path class of the lowest-slack min-delay path reads in2out.
- The worst slew margin relative to its limit is 95.11%.
- Dividing the detail-routed wire length by the instance count gives 15.33 um.
- The most frequently used cell type in the post-synthesis netlist is sky130_fd_sc_hd__buf_4.
- The number of flip-flops and latches is 0.
- The iteration tally of the first detailed-router pass reads 1.
- In the post-route analysis, the smallest setup slack over all paths is -0.08687 ns.
- The number of nets with antenna violations after routing reads 0.
- The number of buffer cells added on primary ports reads roughly 97.
- The footprint of the flip-flops and latches is 0 um^2.
- The number of synthesis warnings reads 0.
- The max-capacitance violation count reads 0.
- The leakage power of the design reads 0.8402 nW.
- The arrival time of data at the critical path endpoint reads 0.89 ns.
- The floorplan step set the die height to 80 um.
- The capture point of the worst path is Out[2].
- Per the GRT congestion report, total overflow comes to 0.
- The hold-fix buffer count after cts is 0.
- Endpoints failing hold in the final report were tallied at 0.
- The worst VDD IR drop from the latest analysis is 0.1386 mV.
- The nature of the critical path endpoint reads an output pin.
- The largest area contributor in the netlist reads sky130_fd_sc_hd__mux2_4.
- The max-slew violation count reads 0.
- The number of global-route vias before repair was 767.
- The total area inside the core boundary comes to 3416 um^2.
- Counting the fill cells in the layout gives 359.
- The post-DP HPWL reads 2.432 mm.
- The number of clock buffers in the layout reads 0.
- The die area is 6400 um^2.
- In the routed design, unresolved DRC markers number 0.
- The number of DRC markers after the initial detailed-route iteration reads 0.
- The kind of start point of the critical path reads an input port.
- Walking the worst path, the cells encountered are buf_12 > buf_16 > mux2_4 > buf_6.
- The combinational cell area excluding buffers and inverters reads 480.5 um^2.
- In this run the horizontal extent of the chip is roughly 80 um.
- The area of the mapped netlist is 784.5 um^2.
- The achievable frequency is 920.1 MHz.
- The placer congestion estimate is 0.8126.
[power by group]
| part | internal (mW) | switching [mW] | leakage (nW) |
|---|---|---|---|
| combinational | 0.473 | 0.134 | 0.840 |
| clock | 0 | 0 | 0 |
| sequential | 0 | 0 | 0 |
| total | 0.473 | 0.134 | 0.840 |
[metal layers]
metal	part of all wire, %	global-route usage, %	vias up
met4	0	0	0
met2	50	13.56	47
met1	42	8.833	302
met5	0	0	-
li1	-	-	335
met3	8.4	2.273	0
[what timing repair did]
action | 4_1_cts | 5_1_grt
resized | 183 | 9
cloned | 3 | 0
buffers inserted | 0 | 0
endpoints found under the setup margin | 32 | 32
[logic make-up (layout without fill, tap and decap cells)]
kind of cell | after synthesis | count (layout) | synth area share (%)
multiplexers | 32 | 32 | 60.29
buffers and inverters | 36 | 102 | 39.71
[final cells by class]
| cell class | instances | area share [%] |
|---|---|---|
| timing repair buffer | 102 | 65.18 |
| multi-input combinational | 32 | 31.09 |
| tap | 46 | 3.725 |
[per-stage QoR]
| stage | cells | hold slack (ns) | cell area [um^2] | TNS, ns | utilization, % |
|---|---|---|---|---|---|
| 2_1_floorplan | 68 | 0.5906 | 905.9 | -1.446 | - |
| 3_3_place_gp | 177 | 1.338 | 1536 | -15.32 | 44.98 |
| 3_5_place_dp | 177 | 1.337 | 1536 | -15.37 | 44.98 |
| 4_1_cts | 180 | 0.7996 | 1489 | -2.574 | 43.59 |
| 5_1_grt | 180 | 0.8082 | 1545 | -2.900 | 45.24 |
| 6_report | 180 | 0.7926 | 1545 | -2.372 | 45.24 |
[cell usage in the layout (no fill, tap or decap), drive strengths merged]
cell type | netlist | final
buf | 36 | 38
dlygate4sd2 | 0 | 64
mux2 | 32 | 32
[worst max-delay path: cells and delay by family]
kind | cells | cell delay [ns]
buffers and inverters | 3 | 0.39
multiplexers | 1 | 0.30
[worst min path at each step]
stage	from	end	slack, ns	cells past startpoint
4_1_cts	A[31]	Out[31]	0.80	3
6_report	A[13]	Out[13]	0.79	3
5_1_grt	B[22]	Out[22]	0.81	3
Power figures rest on the tool's default switching activity, not on a simulated workload.
